[run.sh]
#!/bin/bash
# OpenROAD 26Q1-2900-gdf79404cd8, Yosys 0.63+post, stock flow scripts
make -C /OpenROAD-flow-scripts/flow DESIGN_CONFIG=/design/flow/config.mk WORK_HOME=/design/flow/orfs finish
[config.mk]
export PLATFORM = sky130hd
export DESIGN_NAME = shift_add_multi2
export DESIGN_NICKNAME = shift_add_multi2
export VERILOG_FILES = /design/flow/design.v
export SDC_FILE = /design/flow/constraint.sdc
export NUM_CORES = 4
export LEC_CHECK = 1
export CORE_AREA = 10 10 90 90
export DIE_AREA = 0 0 100 100
[constraint.sdc]
current_design shift_add_multi2

set clk_period 2.4
set clk_io_pct 0.2

create_clock -name clk0 -period $clk_period [get_ports {clk}]

set non_clock_inputs [all_inputs -no_clocks]
set_input_delay [expr $clk_period * $clk_io_pct] -clock clk0 $non_clock_inputs
set_output_delay [expr $clk_period * $clk_io_pct] -clock clk0 [all_outputs]
[design.v]
module shift_add_multi2(
    clk,
    n_rst,
    a,
    b,
    product
);
input clk;
input n_rst;
input [3:0] a;  
input [3:0] b;  
output reg [7:0] product;
reg [3:0] cnt;
always@(posedge clk or negedge n_rst) begin
    if(!n_rst) begin
        cnt <= 4'b0;
    end 
    else begin
        cnt <= (cnt == 4'h4) ? 4'h0 : cnt + 4'b1;
    end
end
always@(posedge clk or negedge n_rst) begin
    if(!n_rst) begin
        product <= 8'h00;
    end
    else if ((a == 4'b0) || (b == 4'b0)) begin
        product <= 8'h00;
    end
    else if (cnt < a)
        product <= product + b;
    else
        product <= product;
end 
endmodule
==> results.txt <==
R2r worst-path depth -> 6
Post-Place Cells -> 174
Endpoints failing setup -> 0
Wirelength per Cell -> 10.2 um
Max-cap check violation count -> 0
Share of cells above drive strength 1 -> 0.158
Largest net degree at the start of global routing -> 13
# Cells Yosys -> 73
Placeable Area -> 0.00628 mm2
CTS tree -> built
Final WS setup -> 0.218 ns
Worst IR Drop VDD -> 365 uV
Design Power -> 979 uW
FF+latch count, synth -> 12
Cell area power density -> 853 mW/mm2
GR Util All Layers -> 0.0357
Setup repair bufs after CTS -> 0
Core Util, Final -> 0.183
Register area share after synthesis -> 0.388
I/O pins -> 18
Count of input and output buffers -> 17
Hold endpoint -> cnt[0]$_DFF_PN0_
Cts hold-fix bufs -> 0
CP Capture Type -> flip-flop
Die height -> 100 um
Critical R2R Launch -> cnt[2]$_DFF_PN0_
Startpoint Class -> input pin
R2R setup slack -> 0.55 ns
Vias post-DR -> 648
Least-Margin Pin Slew -> 0.570 ns
Final hold violations -> 0
Worst hold slack -> 0.519 ns
OpenROAD warnings -> 26
Initial antenna violation count -> 0
Max_slew headroom -> 0.619
Site row count -> 29
Total clock sinks -> 12
Largest area contributor in the netlist -> dfrtp_1
Hold depth -> 1
YS warnings -> 1
Total grt overflow -> 0
Gpl congestion -> 0.776
CTS H-tree depth -> 1
Router iterations before antenna repair -> 4
Clk ins delay skew pair -> 0.24 ns
CTS clk-pin slew, worst paths -> 0.05 ns
Global-route wire length before repair -> 3000 um
WL final -> 1810 um
Antenna Diode Count -> 0
GRT busiest layer -> met2
Worst-path maximum fanout -> 5
CTS root buffer -> clkbuf_8
Fin. max-slew vios -> 0
Remaining DRCs -> 0
Hold path start -> cnt[0]$_DFF_PN0_
RSZ-0062 raised after global routing -> no
GR Util met2 -> 0.0538
Final Cycle Share -> 0.909
Syn avg cell area -> 10.6 um2
M1 GR Usage -> 0.0464
Final Critical Period -> 2.18 ns
Setup Crit Path Kind -> in2reg
CP required -> 2.56 ns
Distinct lib cells used -> 25
Final cell count without fillers -> 178
Post-Synthesis Cells -> 73
Syn-to-layout area delta -> 48.3%
Worst Skew -> 0.00449 ns
Max-area cell share -> 0.388
Status -> finished clean
Yosys stat area -> 774 um2
Arrival time worst endpoint -> 2.34 ns
CTS Buf Count -> 3
Dpl hpwl -> 1460 um
Die ar. -> 0.0100 mm2
RR Endpoint -> product[7]$_DFFE_PN0P_
Die width -> 100 um
Average vias per placed instance -> 3.64
Routing usage on met3 -> 0.0153
Top area cell types -> dfrtp_1 (39%), ha_1 (15%), mux2i_1 (6.5%), o21ai_0 (3.9%), a2111oi_4 (3.6%)
Fmax -> 458 MHz
Leakage -> 0.000527 uW
Cell Area, Synth -> 774 um2
DP Worst Slack -> -0.00624 ns
Post-CTS sizing -> 0
FP Util -> 0.123
Clk buf depth -> 2
Initial DRC Count -> 9
Hold WC Path Type -> reg2reg
Vias in the first global route -> 602
Final ANT Viol Nets -> 0
-- worst max path at each step --
stage	start	end	slack, ns	depth (start not counted)
final	a[2]	product[7]$_DFFE_PN0P_	0.22	8
after global routing	a[2]	product[7]$_DFFE_PN0P_	0.06	8
after CTS	a[2]	product[7]$_DFFE_PN0P_	0.22	8
-- logic make-up after synthesis --
group                    share of synthesized area
AND-OR/OR-AND                                0.178
XOR/XNOR                                    0.0452
adder cells (fa/ha/maj)                      0.171
buffers and inverters                       0.0339
flip-flops                                   0.388
multiplexers                                0.0646
AND/OR/NAND/NOR                              0.120
-- synthesized netlist by cell type --
cell type,n
xnor2_1,1
ha_1,9
o41ai_1,1
mux2i_1,5
nand3_1,2
a21o_1,3
a211oi_1,1
and3_2,1
a21oi_1,4
fa_1,1
o211ai_1,1
o21bai_1,1
dfrtp_1,12
xor2_1,3
nand2b_4,1
or3_1,2
a2111oi_4,1
nor2_1,6
nor2_2,1
o21ai_0,6
inv_1,7
a31oi_1,1
nand4_1,1
or2_2,1
or4_1,1
-- registers in the layout, summed over array words and instances, names as in the netlist --
signal / flops
cnt: 4
product: 8
-- routing by layer --
| metal | share of wire | vias to the layer above |
|---|---|---|
| li1 | - | 321 |
| met1 | 0.44 | 311 |
| met2 | 0.45 | 14 |
| met3 | 0.081 | 2 |
| met4 | 0.019 | 0 |
| met5 | 0 | - |
-- area by class of cell --
type	count	area, um2
clock buffer	4	55.1
inverter	7	26.3
tap	77	96.3
sequential	12	300
multi-input combinational	54	448
timing repair buffer	24	223
fill	680	5130
-- placed cells by master, fill, tap and decap left out --
cell type        Yosys  layout
a2111oi_4            1       1
a211oi_1             1       1
a21o_1               3       3
a21oi_1              4       4
a31oi_1              1       1
and3_2               1       1
buf_4                0       7
clkbuf_8             0       4
clkdlybuf4s50_1      0      17
dfrtp_1             12      12
fa_1                 1       1
ha_1                 9       9
inv_1                7       7
mux2i_1              5       5
nand2b_4             1       1
nand3_1              2       2
nand4_1              1       1
nor2_1               6       6
nor2_2               1       1
o211ai_1             1       1
o21ai_0              6       6
o21bai_1             1       1
o41ai_1              1       1
or2_2                1       1
or3_1                2       2
or4_1                1       1
xnor2_1              1       1
xor2_1               3       3
-- critical path, cell delays in order --
cell and delay (ns):
clkdlybuf4s50_1 0.48, inv_1 0.05, ha_1 0.27, or2_2 0.27, a21oi_1 0.21, nor2_2 0.09
or3_1 0.36, a21oi_1 0.14
-- per-stage QoR --
step,setup TNS [ns],area (um2)
6_report,0,1150
5_1_grt,0,1150
4_1_cts,0,1150
3_5_place_dp,-0.00856,1090
3_3_place_gp,0,1090
2_1_floorplan,0,774
-- power by group --
part	internal, uW	leakage [uW]	switching, uW
registers	268	0.000147	67.8
clock network	145	0.0000288	73.7
logic	264	0.000351	161
total	677	0.000527	302
Power figures rest on the tool's default switching activity, not on a simulated workload.

File: design/flow/design.v
module fulladder_16bit(
    a,
    b,
    cin,
    sum,
    cout
);
input [15:0] a;
input [15:0] b;
input cin;
output cout;
output [15:0] sum;
wire carry1;
fulladder_8bit u_fulladder_8bit1(
    .a(a[7:0]),
    .b(b[7:0]),
    .cin(cin),
    .sum(sum[7:0]),
    .cout(carry1)
);
fulladder_8bit u_fulladder_8bit2(
    .a(a[15:8]),
    .b(b[15:8]),
    .cin(carry1),
    .sum(sum[15:8]),
    .cout(cout)
);
endmodule
module fulladder_1bit(
    a,
    b,
    cin,
    sum,
    cout
);
input a, b, cin;
output cout, sum;
wire sum1, carry1, carry2;
fulladder_half u_fulladder_half1(
    .a(a),
    .b(b),
    .sum(sum1),
    .cout(carry1)
);
fulladder_half u_fulladder_half2(
    .a(sum1),
    .b(cin),
    .sum(sum),
    .cout(carry2)
);
assign cout = carry1 | carry2;
endmodule
module fulladder_32bit(
    a,
    b,
    cin,
    sum,
    cout
);
input [31:0] a;
input [31:0] b;
input cin;
output cout;
output [31:0] sum;
wire carry1;
fulladder_16bit u_fulladder_16bit1(
    .a(a[15:0]),
    .b(b[15:0]),
    .cin(cin),
    .sum(sum[15:0]),
    .cout(carry1)
);
fulladder_16bit u_fulladder_16bit2(
    .a(a[31:16]),
    .b(b[31:16]),
    .cin(carry1),
    .sum(sum[31:16]),
    .cout(cout)
);
endmodule
module fulladder_4bit(
    a,
    b,
    cin,
    sum,
    cout
);
input [3:0] a;
input [3:0] b;
input cin;
output cout;
output [3:0] sum;
wire carry1, carry2, carry3;
fulladder_1bit u_fulladder_1bit1(
    .a(a[0]),
    .b(b[0]),
    .cin(cin),
    .sum(sum[0]),
    .cout(carry1)
);
fulladder_1bit u_fulladder_1bit2(
    .a(a[1]),
    .b(b[1]),
    .cin(carry1),
    .sum(sum[1]),
    .cout(carry2)
);
fulladder_1bit u_fulladder_1bit3(
    .a(a[2]),
    .b(b[2]),
    .cin(carry2),
    .sum(sum[2]),
    .cout(carry3)
);
fulladder_1bit u_fulladder_1bit4(
    .a(a[3]),
    .b(b[3]),
    .cin(carry3),
    .sum(sum[3]),
    .cout(cout)
);
endmodule
module fulladder_8bit(
    a,
    b,
    cin,
    sum,
    cout
);
input [7:0] a;
input [7:0] b;
input cin;
output cout;
output [7:0] sum;
wire carry1;
fulladder_4bit u_fulladder_4bit1(
    .a(a[3:0]),
    .b(b[3:0]),
    .cin(cin),
    .sum(sum[3:0]),
    .cout(carry1)
);
fulladder_4bit u_fulladder_4bit2(
    .a(a[7:4]),
    .b(b[7:4]),
    .cin(carry1),
    .sum(sum[7:4]),
    .cout(cout)
);
endmodule
module fulladder_half(
    a,
    b,
    sum,
    cout,
);
input a;
input b;
output sum;
output cout;
assign sum = a^b;
assign cout = a&b;
endmodule
File: design/flow/config.mk
export PLATFORM = sky130hd
export DESIGN_NAME = fulladder_32bit
export DESIGN_NICKNAME = fulladder_32bit
export VERILOG_FILES = /design/flow/design.v
export SDC_FILE = /design/flow/constraint.sdc
export NUM_CORES = 4
export LEC_CHECK = 1
export CORE_AREA = 10 10 104 104
export DIE_AREA = 0 0 114 114
File: design/flow/run.sh
#!/bin/bash
# OpenROAD 26Q1-2900-gdf79404cd8, Yosys 0.63+post, stock flow scripts
make -C /OpenROAD-flow-scripts/flow DESIGN_CONFIG=/design/flow/config.mk WORK_HOME=/design/flow/orfs finish
File: design/flow/constraint.sdc
current_design fulladder_32bit

set clk_period 31.2
set clk_io_pct 0.2

create_clock -name clk0 -period $clk_period

set non_clock_inputs [all_inputs -no_clocks]
set_input_delay [expr $clk_period * $clk_io_pct] -clock clk0 $non_clock_inputs
set_output_delay [expr $clk_period * $clk_io_pct] -clock clk0 [all_outputs]
==> run summary <==
Latest figures from synthesis and place and route.

The run finished with clean final reports. Checking max transition, the worst relative margin is 92.1%. The ratio of cells with drive above 1 in the final layout is 0%.

The first global-routing pass estimated between 4000 and 5000 um of wire. Clock buffers in the final layout number 0. Between the synthesized netlist and the finished layout, the area growth was recorded as 95.4%. The largest driver fanout on the critical path is 1. The post-route fraction of the period consumed by the critical path is a little over four fifths. In this run the post-CTS setup repair buffer count came out at 0. Per the power-grid run, VDD falls by no more than 7.18 uV. The last weighted congestion value of the routability-driven placer is approximately 0.75. The maximum cell stage delay along the critical path is 0.45 ns. The total die size is 13000 um2. The type of element capturing the critical path is an output pin.

The setup path with the least slack is of type in -> out. The antenna cell count is 0. The leakage component of the power was reported as 0.670 nW. The actual transition at the worst max-transition pin is 0.118 ns. Per the detail_route report, the via count comes to 729. The violation count after the first detailed-routing iteration is 9.

Before placement the cells fill 10.6% of the core. Setup repair after global routing left no endpoint under its margin. For this design, the slowest cell found on the critical path is clkdlybuf4s50_1. The detailed-route wire length per cell is 12.2 um.

The data required time reported for the critical path is 24.96 ns. Power spread over the standard cell area amounts to 19.1 nW/um2. The I/O pin count is 98. The warning tally printed by Yosys for this design is 0. The final timing report counts setup violations totalling 0.

Input and output buffers added on the ports amount to ~100. The completed layout was analyzed and its total power is 0.0343 mW. The residual DRC count is 0.

The cell count after synthesis came out at 74. The core outline area is 8680 um2. The total detailed-routing wirelength is 3040 um. The highest attainable clock frequency is 0.0385 GHz. The cell count in the Yosys report is between 70 and 80. The number of global-route vias before repair is ~900. Using the TritonRoute via totals, the vias-per-cell ratio works out to 2.94. The antenna violation net count after detailed routing is 0. The leftover overflow at the end of global routing is 0. STA classifies the critical path startpoint as a primary input. The number of rows created at floorplan is 34. The synthesized area per cell is 12.4 um2. The sequential cell area fraction in the yosys report is 0%. The first-pass detailed-route iteration total is 2. The final-layout setup total negative slack is 0 ns. Once the clock tree was built, the resizer swapped 0 gates to a different size. The total global routing track utilization is approximately 4.4%. According to the cell report, flip-flops and latches in the layout number 0.

The netlist uses 3 different library cells. According to the Yosys statistics, the synthesized design has a chip area of 918 um2. The area of the mapped netlist is 918 um2.

The final period demand of the worst path is between 20 and 30 ns. The combined buffer and inverter count along the critical path is 6. Measured along the y axis, the die boundary spans 114 um. Broken down by cell family, the worst path's largest delay share belongs to adder cells. The number of pins exceeding their max-slew limit in the final report is 0. The die width is 114 um. Across all stage logs, warnings added up to 32.

The initial antenna violation count is 0. The final hold violation count is 0. Entering global routing, the biggest net connects 2 pins.

Across the whole layout, storage elements account for 0 um2. The utilization of the core after routing is about a fifth. Detailed placement finished with a half-perimeter wire length of 3050 um.

The OpenROAD report gives the critical path a data arrival time of 19.72 ns. The class of the worst hold path is in -> out. The most prevalent standard cell on the critical path is fa_1. The number of hold buffers added after CTS was 0.

Across the run, the number of max-cap violations was 0.
-- power by group --
group / internal [mW] / switching, mW
Clock: 0 / 0
Combinational: 0.0255 / 0.00884
Sequential: 0 / 0
Total: 0.0255 / 0.00884
-- worst paths after layout --
path | cells after the start | startpoint | slack (ns) | to
max | 38 | a[0] | 5.24 | sum[31]
min | 5 | cin | 13.51 | sum[0]
-- tightest hold or removal path, cell delays in order --
cell and delay, ns:
clkdlybuf4s50_1 0.39, inv_1 0.06, fa_1 0.15, inv_1 0.04
clkdlybuf4s50_1 0.40
-- routing by layer --
layer	wire, um	vias up	GRT usage [%]
li1	-	312	-
met1	1050	322	4.97
met2	919	95	5.16
met3	1070	0	5.85
met4	0	0	0
met5	0	-	0
-- logic make-up after synthesis --
group	Yosys count	share of synthesized area, %
adders and majority gates	32	69.8
buffers and inverters	42	30.2
-- cells in the final DEF, fill, tap and decap left out --
master           synthesis  layout
fa_1                    32      32
clkdlybuf4s50_1          0      98
inv_1                   10      10
-- synthesized netlist by cell type (all sizes together) --
cell / instances / area (um2)
buf: 32 / 240
inv: 10 / 37.5
fa: 32 / 641
-- metrics by stage --
stage	area, um2	setup WS [ns]	cells	hold slack [ns]
floorplan	918	6.51	74	12.70
finish	1790	5.24	248	13.51
detailed placement	1790	5.16	248	13.53
CTS	1790	5.14	248	13.53
global placement	1790	5.20	248	13.53
global route	1790	4.73	248	13.54
-- cell type report --
| class | count | area [um2] |
|---|---|---|
| fillers | 959 | 6880 |
| inverters | 10 | 37.5 |
| multi-input cells | 32 | 641 |
| well taps | 108 | 135 |
| repair buffers | 98 | 981 |
Power is estimated from default activity; no workload was simulated.

===== /design/flow/config.mk =====
export PLATFORM = sky130hd
export DESIGN_NAME = cla_32bit
export DESIGN_NICKNAME = cla_32bit
export VERILOG_FILES = /design/flow/design.v
export SDC_FILE = /design/flow/constraint.sdc
export NUM_CORES = 4
export LEC_CHECK = 1
export CORE_AREA = 10 10 101 101
export DIE_AREA = 0 0 111 111

===== /design/flow/constraint.sdc =====
current_design cla_32bit

set clk_period 9.8
set clk_io_pct 0.2

create_clock -name clk0 -period $clk_period

set non_clock_inputs [all_inputs -no_clocks]
set_input_delay [expr $clk_period * $clk_io_pct] -clock clk0 $non_clock_inputs
set_output_delay [expr $clk_period * $clk_io_pct] -clock clk0 [all_outputs]

===== /design/flow/design.v =====
module cla_16bit(
    a,
    b,
    cin,
    sum,
    cout
);
input [15:0] a;
input [15:0] b;
input cin;
output cout;
output [15:0] sum;
wire carry1;
cla_8bit u_cla_8bit1(
    .a(a[7:0]),
    .b(b[7:0]),
    .cin(cin),
    .sum(sum[7:0]),
    .cout(carry1)
);
cla_8bit u_cla_8bit2(
    .a(a[15:8]),
    .b(b[15:8]),
    .cin(carry1),
    .sum(sum[15:8]),
    .cout(cout)
);
endmodule
module cla_32bit(
    a,
    b,
    cin,
    sum,
    cout
);
input [31:0] a;
input [31:0] b;
input cin;
output cout;
output [31:0] sum;
wire carry1;
cla_16bit u_cla_16bit1(
    .a(a[15:0]),
    .b(b[15:0]),
    .cin(cin),
    .sum(sum[15:0]),
    .cout(carry1)
);
cla_16bit u_cla_16bit2(
    .a(a[31:16]),
    .b(b[31:16]),
    .cin(carry1),
    .sum(sum[31:16]),
    .cout(cout)
);
endmodule
module cla_4bit(
    a,
    b,
    cin,
    sum,
    cout
);
input [3:0] a;
input [3:0] b;
input cin;
output cout;
output [3:0] sum;
wire [3:0] p,g,c;
assign p = a^b;
assign g = a&b;
assign sum = p^c;
assign c[0] = cin;
assign c[1] = g[0] | (p[0] & c[0]);
assign c[2] = g[1] | (g[0] & p[1]) | (c[0] & p[0] & p[1]);
assign c[3] = g[2] | (g[1] & p[2]) | (g[0] & p[1] & p[2]) | (c[0] & p[0] & p[1] & p[2]);
assign cout = g[3] | (g[2] & p[3]) | (g[1] & p[2] & p[3]) | (c[0] & p[1] & p[2] & p[3]) | (c[0] & p[0] & p[1] & p[2] & p[3]);
endmodule
module cla_8bit(
    a,
    b,
    cin,
    sum,
    cout
);
input [7:0] a;
input [7:0] b;
input cin;
output cout;
output [7:0] sum;
wire carry1;
cla_4bit u_cla_4bit1(
    .a(a[3:0]),
    .b(b[3:0]),
    .cin(cin),
    .sum(sum[3:0]),
    .cout(carry1)
);
cla_4bit u_cla_4bit2(
    .a(a[7:4]),
    .b(b[7:4]),
    .cin(carry1),
    .sum(sum[7:4]),
    .cout(cout)
);
endmodule

===== /design/flow/run.sh =====
#!/bin/bash
# OpenROAD 26Q1-2900-gdf79404cd8, Yosys 0.63+post, stock flow scripts
make -C /OpenROAD-flow-scripts/flow DESIGN_CONFIG=/design/flow/config.mk WORK_HOME=/design/flow/orfs finish

==> impl_metrics.yaml <==
# implementation run metrics
route:
  final_antenna_net_count: 0
  diodes: 0
  vias_per_cell: 4.37
  drtIter0Drc: 49
  routed_wl_um: 7430
  drc_errors: 0
  drt_first_pass_iters: 4
  vias: 2087
  wl_per_cell_um: 15.5
floorplanning:
  die_h_um: 111
  die-width_um: 111
  chipArea_um2: 12300
  core.rowCount: 33
  coreArea_um2: 8130
  fp_util_pct: 17.7
  pin_count: 98
placed_design:
  port_buffers: 98
  dp.final_hpwl_um: 4920
  place_inst: 398
  place_congestion: 0.842
  preCtsSetupSlack_ns: -0.910
finish:
  lay_top_cells: "108 x buf_4, 79 x clkdlybuf4s50_1, 28 x ha_1"
  area_delta_synth_final_pct: 149
  nClkBuffers: 0
  fill_cells: 731
  seqCellArea_um2: 0
  fin_cells: 478
  seq_cell_count: 0
  final_layout_size_suffix_gt1_share_pct: 44.0
  layout_top_cell: "buf_4"
setup_path:
  cp_slowest_cell: "fa_2"
  setup.worst_path.class: "input pin to output pin"
  crit_required_ns: 7.84
  path_common_cell: "buf_4"
  start_kind: "input pin"
  end_kind: "output pin"
  crit_fanout: 2
  critical_path.max_stage_delay_ns: 0.51
  arrival_ns: 7.74
synth:
  synth_area_um2: 1440
  yosysCellCount: 166
  ys_warn_count: 0
  top_area_cell: "ha_1"
  syn_area_per_cell_um2: 8.68
  synth_cell_type_count: 34
  synthTopCellsByArea: "ha_1 35%, fa_1 11%, o21a_1 9.4%"
  postSynthCellCount: 166
  synth_top_area_share_pct: 34.7
  ys_seq_share_pct: 0
  synth_chip_area_um2: 1440
final_timing:
  finalCritPeriodShare_pct: 99.0
  rsz0062_at_grt: "true"
  setup_ws_ns: 0.101
  min_period_ns: 9.70
  drv_slew: 0
  setup_viol: 0
  tightest_slew_ns: 0.429
  slew_headroom_pct: 71.4
  hold_violations: 0
  fmax_ghz: 0.103
power:
  comb_power_share_pct: 100.0
  power.leakage_nw: 1.66
  p_total_mw: 0.273
  internal_power_mw: 0.176
  max-vdd-ir-drop_v: 0.0000280
  p_switching_mw: 0.0971
  powerDensity_nw_per_um2: 76.3
  p_seq_share_pct: 0
  pwr-share-clk_pct: 0
  switching_share_pct: 35.5
grt:
  first_global_vias: 2255
  grt_pass1_wl_um: 11500
  overflow: 0
  track_usage_pct: 11.2
  grt_max_degree: 6
  antenna_found_initial: 0
run:
  max_cap_violations: 0
  tool_warnings: 41
min_path:
  min_path_type: "input pin to output pin"
run_status:
  status: "finished clean"
## stage by stage
step	hold WS (ns)	instance area, µm²	setup TNS, ns	utilization (%)
3_5_place_dp	5.02	2770	-4.81	34.1
2_1_floorplan	4.02	1440	0	-
6_report	4.64	3580	0	44.1
5_1_grt	4.66	3580	-0.414	44.1
3_3_place_gp	5.04	2770	-3.55	34.1
4_1_cts	4.68	3430	0	42.1
## critical path, delay by kind of cell
family	cells	cell delay, ns
AOI/OAI and AO/OA	3	0.45
and+or+nand+nor	3	0.28
adders and majority gates	4	1.10
buffers and inverters	32	3.87
## power groups by stage
stage / Combinational [mW] / Sequential, mW / Clock, mW
5_1_grt: 0.298 / 0 / 0
4_1_cts: 0.253 / 0 / 0
6_report: 0.273 / 0 / 0
## repair_timing
action,in CTS,in global routing
gates resized,61,35
gates cloned,0,0
endpoints found under the setup margin,9,11
pin swaps,41,31
buffers inserted,69,14
hold buffers,0,0
## cell usage after synthesis (2+ instances only)
cell type / instances
xor2_1: 8
nor3_1: 10
nand2_1: 3
a21o_1: 6
fa_1: 8
nand2b_1: 2
a21oi_1: 9
o21ai_1: 6
nor2_1: 20
o21a_1: 18
a31oi_1: 2
inv_1: 2
xnor2_1: 8
nand3_1: 5
ha_1: 40
## worst paths after layout
kind | start | endpoint | depth (start not counted)
worst max-delay path | a[0] | sum[8] | 42
worst min-delay path | b[0] | sum[0] | 3
## cell type report
class | count | area, µm² | share of cell area (%)
multi-input cells | 164 | 1660 | 46.4
well taps | 105 | 131 | 3.67
inverters | 2 | 7.51 | 0.209
repair buffers | 207 | 1780 | 49.7
## layer usage
layer	vias to the layer above	global-route usage (%)	routed length [µm]
met5	-	0	0
met1	959	14.0	3190
met4	0	0.694	33
li1	1048	-	-
met2	76	19.5	3610
met3	4	2.90	592
## cell families after synthesis
| logic type | Yosys count | share of synthesized area, % |
|---|---|---|
| AOI/OAI and AO/OA | 53 | 27.8 |
| xor gates and xnor gates | 16 | 9.72 |
| adders and majority gates | 48 | 45.8 |
| buffers and inverters | 2 | 0.521 |
| and+or+nand+nor | 47 | 16.1 |
Power and IR drop assume default switching activity.
